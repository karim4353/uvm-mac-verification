==> design.v <==
module fifo #(
    parameter WIDTH = 8,
    parameter DEPTH = 16
)(
    input logic clk,
    input logic rst_n,
    input logic wr_en,
    input logic [WIDTH-1:0] wr_data,
    input logic rd_en,
    output logic [WIDTH-1:0] rd_data,
    output logic full,
    output logic empty,
    output logic [$clog2(DEPTH):0] used
);
    logic [WIDTH-1:0] mem [0:DEPTH-1];
    integer wptr, rptr;
    integer count;
    always_ff @(posedge clk or negedge rst_n) begin
        if (!rst_n) begin
            wptr <= 0; rptr <= 0; count <= 0;
        end else begin
            if (wr_en && !full) begin
                mem[wptr] <= wr_data;
                wptr <= (wptr + 1) % DEPTH;
                count <= count + 1;
            end
            if (rd_en && !empty) begin
                rd_data <= mem[rptr];
                rptr <= (rptr + 1) % DEPTH;
                count <= count - 1;
            end
        end
    end
    assign full = (count == DEPTH);
    assign empty = (count == 0);
    assign used = count;
endmodule
==> run.sh <==
#!/bin/bash
# OpenROAD 26Q1-2900-gdf79404cd8, Yosys 0.63+post, stock flow scripts
make -C /OpenROAD-flow-scripts/flow DESIGN_CONFIG=/design/flow/config.mk WORK_HOME=/design/flow/orfs finish
==> config.mk <==
export PLATFORM = sky130hd
export DESIGN_NAME = fifo
export DESIGN_NICKNAME = fifo
export VERILOG_FILES = /design/flow/design.v
export SDC_FILE = /design/flow/constraint.sdc
export NUM_CORES = 4
export LEC_CHECK = 1
export CORE_UTILIZATION = 40
export SYNTH_HDL_FRONTEND = slang
==> constraint.sdc <==
current_design fifo

set clk_period 10.3
set clk_io_pct 0.2

create_clock -name clk0 -period $clk_period [get_ports {clk}]

set non_clock_inputs [all_inputs -no_clocks]
set_input_delay [expr $clk_period * $clk_io_pct] -clock clk0 $non_clock_inputs
set_output_delay [expr $clk_period * $clk_io_pct] -clock clk0 [all_outputs]
==> Changelog: implementation <==
### Changed

* Status: finished clean
* Share of Yosys cell area claimed by the top area cell type at 48.7%
* Number of antenna violations at the first check in global routing at 0
* Fin Setup TNS at 0 ps
* Clock Power Share at 24.2%
* Share of total power consumed by net switching at 34.2%
* Setup Viol. Count Final at 0
* Worst min path class: reg2reg
* Critical Path Fanout Max at 19
* Synth Area in Simple Gates at 7.75%
* Warnings from Yosys at 0
* Max H-tree Level at 4
* Inserted Clock Buffers at 17
* Most area-hungry cell type in the Yosys netlist: edfxtp_1
* Power density relative to cell area at 283 nW/um2
* Launching element type of the critical path: input port
* Worst path setup slack after routing at 5060 ps
* Post-synthesis chip area from yosys at 8390 um2
* Starting DRT DRC Count at 216
* Init Core Util at 41.1%
* Total clock sinks at 176
* VDD IR-drop max at 0.000158 V
* Max-Cap Viols at 0
* Netlist Area Pre-Place at 8390 um2
* Gate count of the mapped netlist at 587
* Largest non-sequential cell family by area: multiplexers
* Reg-to-reg startpoint: count[0]
* Via density at 5.42
* Final worst path period need at 5240 ps
* Clk_skew at 11.3 ps
* Number of nets with antenna violations after detailed routing at 0
* Peak per-stage delay on the critical path at 540 ps
* HPWL reported at the end of detailed placement at 10.9 mm
* Number of core rows at 52
* Combinational share of power at 37.7%
* Number of cells on the worst hold path at 1
* Leakage power of the design at 0.00335 uW
* Boundary pin count at 27
* Slew HR at 38.4%
* Floorplan die height at 147 um
* Number of flops mapped to enable cells by yosys at 136
* Internal Power at 1770 uW
* Required arrival time at the worst endpoint at 10570 ps
* Core area at 20400 um2
* Number of post-CTS setup repair buffers at 0
* Adder-Cell Fraction of Synth Area at 5.46%
* Number of cells upsized or downsized after cts at 0
* Via count of the first global-routing pass at 4932
* DIE AREA at 21600 um2
* Final count of hold timing violations at 0
* Final design instance area without fill at 9520 um2
* FMAX at 191 MHz
* Buffer type at the clock tree root: clkbuf_16
* Endpoint with the worst hold slack: count[31]
* Post-synthesis to final-layout area growth at 13.4%
* Synth mux share at 11.0%
* RSZ-0062 raised after global routing: false
* Reg2Reg Capture Point: count[24]
* Worst-path clk slew at 70 ps
* Most frequently used flop master after synthesis: edfxtp_1
* Gp weighted congestion at 0.890
* Total of hold buffers inserted after clock tree synthesis at 0
* Worst Setup Path Type: in2reg
* Clock Latency Late Sink at 410 ps
* Gr usage total at 16.9%
* Global-route wire length before repair at 26.4 mm
* Worst-margin pin slew at 920 ps
* Psw at 921 uW
* Share of the yosys chip area belonging to registers at 60.6%
* Beginning of the worst hold path: count[31]
* Total gr overflow at 0
* Count of inserted antenna diode cells at 0
* Flop pwr share at 38.1%
* Worst slack at placement at 4650 ps
* Largest cells by area after synthesis: edfxtp_1 49%, dfrtp_1 12%, mux4_2 11%
* Pin count of the biggest net entering global routing at 61
* Flip-flop and latch count after synthesis at 176
* Cells along the critical path: clkdlybuf4s50_1 > nand2b_1 > inv_1 > ha_1 > a211o_1 > a31oi_1 > o21ai_2 > o21a_2 > a41oi_4 > o311ai_1 > a21oi_1 > xor2_1 > o21ai_0
* Clk buf depth at 2
* Worst EP arrival at 5520 ps
* Die X at 147 um
* TritonCTS clock tree: built
* Number of vias after detailed routing at 4854
* Fin. max-slew vios at 0
* Cells in synth_stat.txt at 587
* Buffers added on ports at 26
* Total DRC errors in the routed layout at 0
* Crit share post-route at 50.9%
* OpenROAD warning count at 28
* CP endpoint kind: flop
* Number of iterations in the first detailed-routing pass at 4
* Number of unique standard cell types used by synthesis at 51
* Post-Synthesis Mean Instance Area at 14.3 um2
* Critical path origin: rd_en
* Library cell contributing the largest single delay on the critical path: inv_1
* Post-DR wirelength/cell at 17.9 um
* Total routed wirelength at 16.1 mm
* FF-to-FF path depth at 16
* Async set or reset register ratio after synthesis at 22.7%
* Placement Cell Area at 8910 um2
* Xor+xnor area frac at 3.86%
* R2r setup slk at 5420 ps
* Layout cell share with drive strength beyond 1 at 14.7%
* Area fraction in compound gates after synthesis at 8.99%
==> cell usage in the layout, fill, tap and decap left out, drive strengths merged, types with 18 or more instances in the layout <==
cell type,Yosys,layout
nand2,52,52
ha,35,35
clkdlybuf4s50,0,25
edfxtp,136,136
xnor2,21,21
mux4,40,40
o21ai,44,44
nor2,26,26
clkbuf,16,18
dfrtp,40,40
a21oi,36,36
==> power by group through the flow <==
stage | clock (uW) | sequential, uW | combinational, uW
after CTS | 667 | 1030 | 1020
after global routing | 700 | 1050 | 1130
final | 652 | 1030 | 1020
==> worst max-delay path, delay by kind of cell <==
family	cells	cell delay [ps]
compound gates	8	1620
buf+inv	2	1070
fa+ha+maj	1	440
xor+xnor	1	150
simple gates	1	170
==> logic make-up (layout without fill, tap and decap cells) <==
family,count (synthesis),count (layout)
XOR/XNOR,37,37
adder cells (fa/ha/maj),36,36
buffers and inverters,40,79
AND/OR/NAND/NOR,134,134
AND-OR/OR-AND,122,122
flip-flops,176,176
multiplexers,42,42
==> per-layer routing <==
| layer | share of wire [%] | wire length (um) | vias to the layer above | GRT usage, % |
|---|---|---|---|---|
| li1 | - | - | 2316 | - |
| met1 | 42 | 6710 | 2349 | 24.6 |
| met2 | 48 | 7790 | 178 | 26.0 |
| met3 | 8.5 | 1360 | 11 | 7.35 |
| met4 | 1.2 | 198 | 0 | 1.72 |
| met5 | 0 | 0 | - | 0 |
==> final cells by class <==
class                           instances  area [um2]
Clock inverter                         14         174
Inverter                                9        33.8
Timing Repair Buffer                   38         345
Multi-Input combinational cell        371        3110
Tap cell                              270         338
Sequential cell                       176        5090
Fill cell                            1763       10900
Clock buffer                           18         429
==> sequential cells by signal (all words and copies together) (netlist names) <==
signal	cells
mem	128
count	32
rd_data	8
rptr	4
wptr	4
==> stage by stage <==
stage                     hold slack (ps)  total power (uW)  util (%)  std cells
final                                 467              2690      46.6        896
after global routing                  489              2880      46.6        896
after CTS                             470              2720      46.6        896
after detailed placement              454              2050      43.6        864
after global placement                464              2050      43.6        864
after floorplan                       437              1800         -        587
==> synth_stat cells, drive strengths merged, types with 2 or more instances <==
| master | count |
|---|---|
| clkbuf | 16 |
| and3 | 3 |
| and4 | 2 |
| inv | 9 |
| nand3 | 10 |
| ha | 35 |
| nand3b | 2 |
| a21o | 15 |
| nor2b | 5 |
| and2 | 2 |
| a31oi | 5 |
| nand2 | 52 |
| nand2b | 7 |
| a21boi | 2 |
| o21a | 5 |
| a21oi | 36 |
| mux2 | 2 |
| nor3 | 3 |
| dfrtp | 40 |
| o211ai | 6 |
| or3 | 2 |
| o21ai | 44 |
| edfxtp | 136 |
| buf | 15 |
| o21bai | 3 |
| nand4 | 10 |
| nor4 | 7 |
| mux4 | 40 |
| xnor2 | 21 |
| xor2 | 16 |
| nor2 | 26 |
==> worst max-delay path by stage <==
| stage | endpoint | slack, ps | depth (start not counted) |
|---|---|---|---|
| 6_report | count[24] | 5060 | 13 |
| 4_1_cts | count[24] | 5080 | 13 |
| 5_1_grt | count[31] | 4760 | 14 |
Power figures rest on the tool's default switching activity, not on a simulated workload.
